==> design.v <==
`timescale 1ns / 1ps
module PC(
input clk,
input rst,
input PCen,
input [31:0] new_ins,
output reg [31:0] current_ins
);
initial begin
current_ins <= 0;
end
always@(posedge clk or posedge rst)
if (rst)
begin
current_ins <= 0;
end
else if(PCen)
begin 
current_ins <= new_ins;
end
else 
current_ins <= current_ins;
endmodule
==> run.sh <==
#!/bin/bash
# OpenROAD 26Q1-2900-gdf79404cd8, Yosys 0.63+post, stock flow scripts
make -C /OpenROAD-flow-scripts/flow DESIGN_CONFIG=/design/flow/config.mk WORK_HOME=/design/flow/orfs finish
==> config.mk <==
export PLATFORM = sky130hd
export DESIGN_NAME = PC
export DESIGN_NICKNAME = PC
export VERILOG_FILES = /design/flow/design.v
export SDC_FILE = /design/flow/constraint.sdc
export NUM_CORES = 4
export LEC_CHECK = 1
export CORE_AREA = 10 10 109 109
export DIE_AREA = 0 0 119 119
==> constraint.sdc <==
current_design PC

set clk_period 1.5
set clk_io_pct 0.2

create_clock -name clk0 -period $clk_period [get_ports {clk}]

set non_clock_inputs [all_inputs -no_clocks]
set_input_delay [expr $clk_period * $clk_io_pct] -clock clk0 $non_clock_inputs
set_output_delay [expr $clk_period * $clk_io_pct] -clock clk0 [all_outputs]
==> git commit body <==
Update PnR metrics after Yosys + OpenROAD run

* Run status: finished, final reports clean
- The H-tree generated during clock tree synthesis spans 2 levels.
* Max-cap violation count: 0
- Share of power burned in the clock network: 0.325
* Proportion of total power due to net switching: 0.213
* R2R Path Start: current_ins[13]
* Slowest cell on crit path: clkdlybuf4s50_1
- Per the summary, power density relative to cell area is about 950 mW/mm^2.
- The registers of the reported paths see a clock transition of around 70 ps.
- The count of nets left with antenna violations once routing finished came out at 0.
- Of the available clock period, the critical path in the final layout requires 0.952.
* Final count of hold timing violations: 0
- The clock passes through at most 2 buffers.
* Average footprint of a synthesized cell: around 20 um^2
- Xor and xnor fraction of the mapped netlist area: 0
- Final Max Slew Viols: 0
- TritonCTS built the clock tree.
- Per the placement report, the placed cell count is between 200 and 300.
* Yosys stat cell total: about 70
- For this run the aggregate overflow at the end of global routing stands at 0.
* Max Fclk: 700 MHz
- Global-route wire length before repair: about 5.4 mm
- For the worst flop-to-flop path, the logic depth is 2.
- The finished layout holds 276 standard cells, fillers aside.
- Largest registers: current_ins (32)
- Routability-driven placement finished with a final weighted congestion of between 0.6 and 0.7.
- The final timing report counts setup violations totalling 0.
* Syn Inst Count: 69
- Sequence of cells on the critical path: clkdlybuf4s50_1
* Number of CTS-inserted buffers: 5
- Dominant register cell in the synthesized netlist: dfrtp_1
- Entering global routing, the biggest net connects 33 pins.
* Cell type with the largest total area: dfrtp_1
- At the floorplan stage, the core utilization is reported as 0.140.
* Net switching power: about 450 uW
- Number of flops mapped to enable cells by yosys: 0
* Final setup skew: 0 ps
* Static power due to leakage: a little under 0.001 uW
* Number of warning messages in the yosys log: 1
* Number of logged tool warnings: 25
- Global-route usage over all layers: 0.0470
* Dominant kind of combinational cell: multiplexers
- Critical path buffer and inverter count: 1
- Core Area: around 0.0096 mm^2
- After synthesis the cells add up to ~0.0013 mm^2.
- Number of global-route vias before repair: 953
* Setup CP Type: flop to primary output
- Final critical delay including setup and external delays: around 1400 ps
- Number of remaining DRC errors: 0
- Via count normalized by instance count: about 3
* Max-slew headroom: 0.803
- Worst Tran Pin Value: about 300 ps
- Drt first pass iters: 2
- Worst min-delay path class: input pin to async pin
- Core occupancy in the finished layout: 0.232
- In this run the VDD rail shows a maximum IR drop of around 0.00027 V.
* Mux frac, synth: 0.351
- Asr flop ratio synth: 1.00
- RSZ-0062 raised after global routing: no
- Die Ht: 119 um
- Of the synthesized area, sequential elements account for 0.594.
- In this run, the synthesized area fraction spent on AND-OR/OR-AND gates is recorded as 0.
- Number of placement rows: 36
- Post-synth regs: 32
* Worst-case register-to-register setup slack: a little over 600 ps
* Final setup TNS: 0 ps
* Combinational group share of total power: 0.206
- The die covers about 0.014 mm^2.
* Critical path arrival: about 1100 ps
- According to the Yosys statistics, the synthesized design has a chip area of 0.00135 mm^2.
- Per the synthesis report, the simple-gate share of the synthesized area is 0.
- In this run the clock root is driven by a clkbuf_8.
- STA lists the maximum fanout along the critical path as 2.
* Sinks on Clock Net: 32
- Fraction of layout cells with a size suffix above 1: 0.301
- After detailed routing, the total wire length is between 3 and 4 mm.
- In this run the cell area measured after placement is about 0.0021 mm^2.
- According to the floorplan report, the die width is 119 um.
* List of most frequent post-synthesis cells: dfrtp_1 (32), mux2_4 (30), buf_12 (3)
- Post-CTS Hold Buffers: 0
* Area contributors post-synth: dfrtp_1 (59%), mux2_4 (33%), buf_12 (4.5%)
- Relative to the synthesized area, the layout overhead comes to 65.7%.
- Port buffering added 66 buffers.
* Number of distinct standard cells referenced by the synthesized netlist: 6
- Across all layers, the routed design uses about 810 vias.
- Post-detailed-placement half-perimeter wirelength: around 2.6 mm
* Max FFs per register: 32
- The number of antenna violations at the first check in global routing is 0.
- Routed len/inst: 12.1 um
* Most frequent cell after synthesis: dfrtp_1
- Once layout is done, the placed cells without fillers occupy around 0.0022 mm^2.
- ANT cells: 0
- Clock latency on the worst-skew pair, taken at its later pin, is 280 ps.
- Worst reg2reg path endpoint: current_ins[13]
* Crit path launch type: flop
* Top Family by Delay on Critical Path: buffers and inverters
- Longest individual stage delay on the worst path: 500 ps
- In this run the count of I/O pins placed on the die edge is between 60 and 70.
* Worst endpoint required time: about 1200 ps
- Per the synthesis report, the adder-cell share of the synthesized area is 0.
- Register with the most flip-flops: current_ins
* Pint: 1670 uW
* Sequential group share of total power: 0.469
- The area fraction of the largest cell type after synthesis is 0.594.
- First-iteration detailed-routing DRC count: 20
- Filler instances: 1,059
- The worst setup path is captured at a primary output.
==> worst max path at each step <==
stage / start / endpoint / cells past startpoint
5_1_grt: current_ins[13] / current_ins[13] / 1
6_report: current_ins[13] / current_ins[13] / 1
4_1_cts: current_ins[13] / current_ins[13] / 1
==> power by group through the flow <==
stage	clock, uW	combinational [uW]	sequential [uW]
final	691	436	996
after global routing	779	476	1010
after CTS	750	449	999
==> cell families after synthesis <==
kind of cell and Yosys count:
flops 32, buf+inv 5, mux 32
==> routing by layer <==
metal	vias to the layer above	track usage	wire length, um
met3	4	0.0177	234
met4	0	0.00534	26
met2	36	0.0737	1530
met1	386	0.0626	1560
met5	-	0	0
li1	384	-	-
==> what timing repair did <==
action | in CTS | in global routing
setup buffers | 0 | 1
resized | 0 | 1
endpoints found under the setup margin | 0 | 2
==> stage by stage <==
step | setup slack [ps] | hold slack (ps) | power, uW
final | 71.4 | 322 | 2120
after global routing | 9.01 | 360 | 2270
after CTS | 0.759 | 318 | 2200
after detailed placement | 324 | 493 | 1460
after global placement | 324 | 499 | 1460
after floorplan | 509 | 416 | 1170
==> area by class of cell <==
cell class	instances	area (um^2)	area share
well taps	133	166	0.0745
multi-input cells	32	473	0.212
repair buffers	70	701	0.314
inverters	1	3.75	0.00168
flip-flops and latches	32	801	0.358
clock buffers	8	90.1	0.0403
==> tightest hold or removal path: stages <==
cell	delay (ps)
clkdlybuf4s50_1	400
inv_1	70
buf_4	180
==> layout by cell type (no fill, tap or decap) <==
cell,synthesis,final
clkdlybuf4s50_1,0,64
clkbuf_8,0,6
inv_1,1,1
dfrtp_1,32,32
clkbuf_1,0,2
mux2_4,30,30
buf_4,0,3
dlymetal6s2s_1,0,1
mux2_2,2,2
buf_12,3,1
buf_2,0,1
Power is estimated from default activity; no workload was simulated.
