**flow/design.v**
```verilog
`timescale 1ns / 1ps
module sel_32_4to1(
input [1:0] control,
input [31:0] d_in_1,
input [31:0] d_in_2,
input [31:0] d_in_3,
input [31:0] d_in_4,
output reg[31:0] d_out
    );
always@(*)
begin
case(control)
2'b00: d_out <= d_in_1;
2'b01: d_out <= d_in_2;
2'b10: d_out <= d_in_3;
2'b11: d_out <= d_in_4;
endcase
end
endmodule
```
**flow/run.sh**
```bash
#!/bin/bash
# OpenROAD 26Q1-2900-gdf79404cd8, Yosys 0.63+post, stock flow scripts
make -C /OpenROAD-flow-scripts/flow DESIGN_CONFIG=/design/flow/config.mk WORK_HOME=/design/flow/orfs finish
```
**flow/config.mk**
```make
export PLATFORM = sky130hd
export DESIGN_NAME = sel_32_4to1
export DESIGN_NICKNAME = sel_32_4to1
export VERILOG_FILES = /design/flow/design.v
export SDC_FILE = /design/flow/constraint.sdc
export NUM_CORES = 4
export LEC_CHECK = 1
export CORE_AREA = 10 10 76 76
export DIE_AREA = 0 0 86 86
```
**flow/constraint.sdc**
```tcl
current_design sel_32_4to1

set clk_period 1.0
set clk_io_pct 0.2

create_clock -name clk0 -period $clk_period

set non_clock_inputs [all_inputs -no_clocks]
set_input_delay [expr $clk_period * $clk_io_pct] -clock clk0 $non_clock_inputs
set_output_delay [expr $clk_period * $clk_io_pct] -clock clk0 [all_outputs]
```
==> flow_summary.yaml <==
# generated from flow reports
detailed_routing:
  num_vias: 1202
  drc: 0
  highest_layer: "met4"
  wl_met2_um: 3301
  ant_nets: 0
  drtIter0Drc: 53
  drt-met1-wl_um: 2063
  drt-total-wl_um: 6119
  avgViaCountPerCell: 4.714
  first_pass_iters: 4
  wl_met3_um: 731
  post_drt_wl_per_cell_um: 24.00
timing:
  fmax_mhz: 759.7
  period_needed_ns: 1.316
  tightest_slew_ns: 0.1109
  slew-limit-headroom_pct: 92.61
  worst_slack_ns: -0.3163
  finalMaxSlewViolations: 0
  finalClockPeriodUsage_pct: 131.6
  setup_tns_ns: -9.250
  setup_viol_count_final: 32
  hold_violations: 0
  rsz0062_at_grt: "true"
layout:
  register_area_um2: 0
  fin_cells: 255
  mostFrequentLayoutCells: "124 x dlygate4sd2_1, 32 x mux4_2, 32 x buf_2"
  syn2layout_area_growth_pct: 187.9
  nClkBuffers: 0
  lay_top_count: "dlygate4sd2_1"
  drive_gt1_share_pct: 37.25
  finish.utilization_pct: 56.98
  ff_count: 0
hold_path:
  hold_path_class: "input port to output port"
synthesis:
  yosys-top-cells-area: "mux4_2 83%, buf_12 7.4%, mux4_1 6.5%"
  yosys.area.top_type: "mux4_2"
  netlist.area_leader.share_pct: 82.95
  ys_area_um2: 814.5
  ys.warnings.count: 1
  synth_area_per_cell_um2: 20.89
  synth_seq_share_pct: 0
  syn-cell-area_um2: 814.5
  synth_cells: 39
  ys_cells: 39
  yosysUniqueCellTypes: 5
critical_path:
  start_kind: "input port"
  max_stage_delay_ns: 0.51
  crit_required_ns: 0.80
  worstPathCellList: "buf_16 > buf_12 > mux4_2 > buf_2"
  crit_type: "input port to output port"
  crit_slowest_cell: "mux4_2"
  crit_arrival_ns: 1.12
  crit_path_end_kind: "output port"
  crit_fanout: 7
floorplanning:
  ios: 162
  dieArea_um2: 7396
  die_h_um: 86
  core_um2: 4115
  die_w_um: 86
  rows: 23
  fp_util_pct: 19.79
cts:
  hold_buffers: 0
global_routing:
  first_global_vias: 1466
  grt_pass1_wl_um: 9004
  antenna_found_initial: 1
  grt_remaining_overflow: 0
  grt_start_max_net_pins: 17
  grt_usage_pct: 16.17
power_and_ir_drop:
  leakagePower_nw: 1.134
  peakVddDrop_uv: 225.7
  p_total_mw: 0.8651
  power.density_nw_per_um2: 369.0
flow_run:
  openroad.warnings: 36
  maxCapViolations: 0
outcome:
  status: "finished, violations left"
  violations: "negative setup slack"
place:
  dp.cells: 247
  hpwl_um: 5231
  pre_cts_ws_ns: -0.9131
  gp_congestion: 0.8946
  io_buffers: 162
-- cell type report --
class | instances | area [um^2]
Fill cell | 392 | 1770
Timing Repair Buffer | 172 | 1559
Multi-Input combinational cell | 32 | 720.7
Tap cell | 50 | 62.56
Antenna cell | 1 | 2.502
-- layer usage --
| metal | GRT usage [%] | up-vias |
|---|---|---|
| met5 | 0 | - |
| met4 | 0.4491 | 0 |
| met3 | 7.722 | 4 |
| met2 | 29.95 | 86 |
| met1 | 16.99 | 569 |
| li1 | - | 543 |
-- critical path: cells and delay by family --
kind	cells	cell delay [ns]
buf+inv	3	0.40
mux	1	0.51
-- kinds of logic after synthesis --
family / after synthesis / synth area share (%)
buffers and inverters: 7 / 10.60
muxes: 32 / 89.40
-- what timing repair did --
item	4_1_cts	5_1_grt
buffers inserted	0	1
cloned	6	0
setup endpoints to repair	32	32
resized	251	0
-- path summary, 6_finish.rpt --
check,slack [ns],startpoint,endpoint,cells after the start
hold / removal,0.87,d_in_4[29],d_out[29],3
setup / recovery,-0.32,control[0],d_out[0],4
-- where the power goes --
part	internal, mW	total (mW)	leakage (nW)	switching, mW
Sequential	0	0	0	0
Combinational	0.645	0.865	1.13	0.220
Clock	0.000000134	0.000000134	0.00000634	0
Total	0.645	0.865	1.13	0.220
-- synth_stat cells --
| cell type | n |
|---|---|
| mux4_1 | 2 |
| buf_6 | 1 |
| buf_2 | 3 |
| mux4_2 | 30 |
| buf_12 | 3 |
-- through the flow --
step	hold WS, ns	area [um^2]
after global placement	1.294	2467
after detailed placement	1.291	2467
after floorplan	0.4864	823.3
after global routing	0.8688	2345
after CTS	0.8692	2335
final	0.8684	2345
Power is estimated from default activity; no workload was simulated.
